==> design/flow/design.v <==
module player(
    input wire      hit,  
    input wire[6:0] keyboard_input,  
    input wire      rst_n,           
    input wire      clock,           
    input wire[3:0] state,           
    output wire[17:0] object_x,          
    output wire[17:0] object_y,         
    output wire     direction,       
    output wire[7:0] angle,           
    output wire[7:0] power,            
    output wire[7:0] health         
);
    localparam STOP = 2'b00;  
    localparam FORWARD = 2'b01;  
    localparam UP = 2'b10;  
    localparam FALL = 2'b11;  
    localparam  data_posedge = 2'b01;  
    localparam  data_hold    = 2'b11;  
    localparam  data_negedge = 2'b10;  
    localparam  forward      = 5'b10000;  
    localparam  backward     = 5'b01000;  
    localparam  angle_up     = 5'b00100;  
    localparam  angle_down   = 5'b00010;  
    localparam  hold_cannon  = 5'b00001;  
    localparam  player_1_init_x = 18'b0;  
    localparam  player_2_init_x = 18'b0;  
    localparam  init_y = 18'b0;  
    localparam  board_x = 18'h80000;  
    localparam  board_y = 18'h60000;  
    localparam  health_loss = 8'h20;  
    localparam  drop_v = 8'h30;  
    localparam  climb_v = 8'h20;  
    localparam  walk_v = 8'h20;  
    localparam  angle_v = 8'h10;  
    localparam  power_v = 8'h10;  
    parameter Position = 1'b0;  
    reg [17:0] pos_x;
    reg [17:0] pos_y;
    reg [8:0] v_x ;  
    reg [8:0] v_y ;  
    reg [7:0] my_health;  
    reg my_direction;  
    reg [3:0] my_state;  
    reg [7:0] my_angle;  
    reg [7:0] my_power;  
    reg [1:0] my_turn;  
    assign object_x = pos_x;
    assign object_y = pos_y;
    assign direction = my_direction;
    assign health = my_health; 
	 assign angle = my_angle;
	 assign power = my_power;
    reg my_clock;
    always @(posedge clock)  
    begin
        if(rst_n == 0)  
        begin
            v_x <=8'h0;
            v_y <=8'h0;
            my_power <= 8'h0;
            my_angle <= 8'h0;
            my_state <= 4'b0100;  
            my_turn <= STOP;
        end
        else  
        begin
            if(state != 4'bz)  
                my_state <= state;  
            case(my_turn)  
            STOP : begin
                    if(my_state[2] == 1)  
                    begin
                        if(keyboard_input[6:5] == data_posedge)  
                        begin
                            if(keyboard_input[4:0] == forward)  
                            begin
                                if((my_state[3] == 0) & (my_state[0] == 1))  
                                begin
                                    v_x <= {my_direction, 8'b0};
                                    v_y <= {1'b1,climb_v} ;  
                                    my_turn <= UP;
                                 end
                                 else if(my_state[0] == 0)  
                                 begin
                                     v_x <= {1'b0,walk_v};
                                     v_y[8] <= 0;
												 v_y[7:0] <= 8'b0;
                                     my_turn <= FORWARD;
                                 end
                            end
                            else if(keyboard_input[4:0] == backward)  
                            begin
                                begin
                                    if((my_state[3] == 0) & (my_state[1] == 1))  
                                    begin
                                        v_x <= {my_direction, 8'b0};
                                        v_y <= {1'b0,climb_v} ;  
                                        my_turn <= UP;
                                    end
                                    else if(my_state[1] == 0)  
                                    begin
                                        v_x <= {1'b0,walk_v};
                                        v_y <= {1'b0,8'b0};
                                        my_turn <= FORWARD;
                                    end
                                end
                            end
                            else if(keyboard_input[4:0] == angle_up)  
                            begin
                                if(my_angle + angle_v >= 8'h90)  
                                    my_angle <= 8'h90; 
                                else
                                    my_angle <= my_angle + angle_v;  
                            end
                            else if(keyboard_input[4:0] == angle_down)  
                            begin
                                if(my_angle < angle_v)
                                    my_angle <= 8'h0;
                                else
                                    my_angle = my_angle - angle_v;
                            end
                            else if(keyboard_input[4:0] == hold_cannon)  
                            begin
                                if(my_power + power_v >= 8'h100)
                                    my_power <= 8'h100;
                                else
                                    my_power <= my_power + power_v;
                            end
                        end
                        else if(keyboard_input[6:5] == data_hold)  
                        begin
                            if(keyboard_input[4:0] == angle_up)  
                            begin
                                if(my_angle + angle_v >= 8'h90)  
                                    my_angle <= 8'h90; 
                                else
                                    my_angle <= my_angle + angle_v;  
                            end
                            else if(keyboard_input[4:0] == angle_down)  
                            begin
                                if(my_angle < angle_v)
                                    my_angle <= 8'h0;
                                else
                                    my_angle = my_angle - angle_v;
                            end
                            else if(keyboard_input[4:0] == hold_cannon)  
                            begin
                                if(my_power + power_v >= 8'h100)
                                    my_power <= 8'h100;
                                else
                                    my_power <= my_power + power_v;
                            end
                        end
                    end
                    else  
                    begin
                        my_turn <= FALL; 
                        v_y <= {1'b1, drop_v};  
                    end
                end
            FORWARD : begin 
                        if(keyboard_input[6:5] == data_negedge)  
                        begin
                            v_x <= {my_direction, 8'b0};  
                            v_y <= {1'b0,8'b0};  
                            my_turn <= STOP;  
                        end
                        else if(keyboard_input[6:5] == data_hold)  
                        begin
                            if(my_direction == 0)  
                            begin
                                if((my_state[1] == 1)&(my_state[3] == 0))  
                                begin
                                    v_x <= {my_direction, 8'b0};
                                    v_y <= {1'b0,climb_v} ;  
                                    my_turn <= UP;
                                end
                            end
                            else  
                            begin
                                if((my_state[0] == 1)&(my_state[3] == 0))  
                                begin
                                    v_x <= {my_direction, 8'b0};
                                    v_y <= {1'b0,climb_v} ;  
                                    my_turn <= UP;
                                end
                            end
                        end
                end
            UP :       begin  
                        if(my_state[3] == 1)  
                        begin
                            v_x <= {my_direction,8'b0};
                            v_y <= {1'b0,8'b0};
                            my_turn <= STOP;
                        end
                end
            FALL :     begin  
                        if(my_state[2] == 1)  
                        begin
                            v_y <= {1'b0,8'b0};  
                            my_turn <= STOP;  
                        end
                end
				default : ;
				endcase
        end
    end
    always @(posedge my_clock)  
    begin
        if(rst_n == 0)  
        begin
            if(Position == 0)
                pos_x <= player_1_init_x;
            else
                pos_x <= player_2_init_x;
            pos_y <= init_y;  
            my_health <= 8'h100;  
            my_direction <= Position; 
        end
        else
        begin
            if(v_x[7:0] != 8'b0)
				begin
					if(v_x[8] == 0)  
					begin
						my_direction <= 0;
						if(pos_x < v_x[7:0])  
                    my_health <= 8'h0;
						else
                    pos_x = pos_x - v_x[7:0]; 
					end
					else  
					begin
						my_direction <= 1;
						if((pos_x + v_x[7:0]) > board_x)  
                    my_health <= 8'h0;
						else
                    pos_x = pos_x  + v_x[7:0]; 
					end
				end
				if(v_y[7:0] != 8'b0)
				begin
					if(v_y[8] == 0)  
					begin
						if(pos_y < v_y[7:0])  
							my_health <= 8'h0;
						else
							pos_y = pos_y - v_y[7:0]; 
					end
					else  
					begin
						if((pos_y + v_y[7:0]) > board_y)  
							my_health <= 8'h0;
						else
							pos_y = pos_y  + v_y[7:0]; 
					end
				end
				if(hit == 1)  
               if(my_health < health_loss)
                   my_health <= 0;  
               else
                   my_health <= my_health - health_loss;
        end
    end
endmodule
==> design/flow/run.sh <==
#!/bin/bash
# OpenROAD 26Q1-2900-gdf79404cd8, Yosys 0.63+post, stock flow scripts
make -C /OpenROAD-flow-scripts/flow DESIGN_CONFIG=/design/flow/config.mk WORK_HOME=/design/flow/orfs finish
==> design/flow/config.mk <==
export PLATFORM = sky130hd
export DESIGN_NAME = player
export DESIGN_NICKNAME = player
export VERILOG_FILES = /design/flow/design.v
export SDC_FILE = /design/flow/constraint.sdc
export NUM_CORES = 4
export LEC_CHECK = 1
export CORE_AREA = 10 10 70 70
export DIE_AREA = 0 0 80 80
==> design/flow/constraint.sdc <==
current_design player

set clk_period 2.1
set clk_io_pct 0.2

create_clock -name clk0 -period $clk_period [get_ports {clock}]

set non_clock_inputs [all_inputs -no_clocks]
set_input_delay [expr $clk_period * $clk_io_pct] -clock clk0 $non_clock_inputs
set_output_delay [expr $clk_period * $clk_io_pct] -clock clk0 [all_outputs]
==> out/metrics.yaml <==
clock_network:
  cts_buffer_depth: 2
  post_cts_resized: 0
  cts_hold_buf: 0
  cts_sinks: 7
  cts_setup_buffers: 0
  cts-root-buf: "clkbuf_4"
  cts_buffers: 3
  path_clk_slew_ns: 0.06
  insertion_delay_ns: 0.25
  cts_tree: "built"
  cts_max_level: 1
logic_synthesis:
  edf_count: 0
  syn-instance-count: 126
  yosysUniqueCellTypes: 32
  postSynthSeqShare: 0.146
  numSynthFlops: 7
  yosysChipArea_sq_um: 960
  area_leaders: "buf_4, dfxtp_1, nand2_1, ha_1, o21ai_1"
  synth_area_per_cell_sq_um: 7.62
  yosys_most_used_dff: "dfxtp_1"
  yosysTopAreaCell: "buf_4"
  syn_area_sq_um: 960
  yosys_warnings: 10
  async_flop_share: 0
  ys_cells: 126
  yosys.area.top_type_share: 0.446
floorplanning:
  initCoreUtil: 0.281
  ioPinCount: 75
  coreArea_sq_um: 3420
  die_y_um: 80
  rows: 21
  die_w_um: 80
  die_area_sq_um: 6400
final_timing:
  fin_worst_skew_ns: 0.00376
  max_freq_mhz: 587
  finalCriticalPeriod_ns: 1.70
  finalHoldViolCount: 0
  layout_setup_ws_ns: 0.397
  finalClockPeriodUsage: 0.811
  final_max_slew_viol_count: 0
  setup-tns-final_ns: 0
  rsz0062_at_grt: "no"
  final-setup-viol-count: 0
  holdWs_ns: 0.468
critical_path:
  cp.arrival_ns: 1.28
  critical_path_class: "reg -> out"
  path_depth: 1
  r2r-start: "my_angle[4]$_SDFFE_PN0P_"
  r2r_cells: 7
  cpPeakStageDelay_ns: 0.53
  endpoint_kind: "output port"
  startpoint_type: "register"
  slowest_stage: "clkdlybuf4s50_1"
  crit_chain: "clkdlybuf4s50_1"
  critPathLaunch: "my_angle[7]$_SDFFE_PN0P_"
  critical_path.max_fanout: 10
  required_ns: 1.68
  critPathBufInv: 1
  cp_top_family: "buffers and inverters"
global_route:
  grt_max_degree: 11
  grt_pass1_vias: 703
  antenna_found_initial: 0
  grt_overflow: 0
  grt_usage: 0.0554
  grt_pass1_wl_um: 3060
power_and_ir_drop:
  leakagePower_nw: 0.439
  ir_worst_vdd_uv: 105
  p_total_w: 0.000313
  pwr_density_cell_nw_per_um2: 333
detailed_routing:
  wl_met2_um: 931
  wl_met3_um: 185
  vias: 663
  met1_length_um: 837
  top_layer: "met3"
  wl_per_cell_um: 10.5
  drtAntennaViolNets: 0
  drt_iter0_drc: 44
  diodes: 0
  routed_wl_um: 1950
  firstDrtPassIters: 3
  drcViolationCount: 0
  vias_per_cell: 3.56
placement:
  port_buffers: 12
  dp_hpwl_um: 1670
  dp_cells: 182
  pre_cts_ws_ns: 0.202
  gp_congestion: 0.835
worst_hold_path:
  min_from: "my_turn[1]$_DFF_P_"
  hp-class: "reg -> reg"
  holdPathStages: 1
layout:
  fillers: 388
  drive_gt1_frac: 0.0714
  final_cells: 186
  area_growth_syn_to_layout_pct: -1.96
job:
  warning_count: 31
  max_cap_violations: 0
status:
  status: "completed"
## stage by stage
step	utilization	cell area, sq um
floorplan	-	1170
global placement	0.268	915
detailed placement	0.268	915
CTS	0.275	941
global route	0.275	941
finish	0.275	941
## Yosys cell counts, drive strengths merged (2+ instances only)
master,instances
nor2,4
nor2b,2
nor3b,2
inv,4
and2,3
buf,58
xor2,2
a31oi,2
a21oi,4
dfxtp,7
and3,5
nor3,4
o21ai,8
ha,2
nand3,2
nand2,7
## state kept, by name, summed over array words and instances (netlist names)
register and count:
my_angle 4, my_turn 3
## worst paths after layout
kind	end	slack, ns
setup / recovery	angle[7]	0.40
hold / removal	my_turn[1]$_DFF_P_	0.47
setup reg to reg	my_angle[4]$_SDFFE_PN0P_	0.44
hold reg to reg	my_turn[1]$_DFF_P_	0.47
## kinds of logic (layout without fill, tap and decap cells)
group	count (synthesis)	count (layout)	synth area share
adders and majority gates	2	2	0.0261
AOI/OAI and AO/OA	19	19	0.120
other	1	57	0.00391
xor gates and xnor gates	3	3	0.0274
DFF	7	7	0.146
and+or+nand+nor	32	32	0.210
buffers and inverters	62	20	0.467
## power breakdown
part | switching [W] | leakage (nW) | total, W | internal (W)
Sequential | 0.00000208 | 0.0565 | 0.000137 | 0.000134
Clock | 0.0000540 | 0.0150 | 0.000127 | 0.0000728
Combinational | 0.0000261 | 0.367 | 0.0000501 | 0.0000239
Total | 0.0000822 | 0.439 | 0.000313 | 0.000231
## layout make-up
cell class,instances,area (sq um),share of cell area
clock buffers,4,26.3,0.0279
inverters,4,15.0,0.0160
multi-input cells,113,582,0.618
flip-flops and latches,7,140,0.149
well taps,46,57.6,0.0612
repair buffers,12,120,0.128
## routing by layer
layer	GRT usage	up-vias
met3	0.0170	0
met2	0.0947	38
met1	0.0680	288
met4	0.00704	0
li1	-	337
met5	0	-
## placed cells by master, fill, tap and decap left out
master,Yosys,final
o221ai_1,1,1
nor3_1,4,4
clkdlybuf4s50_1,0,12
o211ai_1,1,1
clkbuf_4,0,3
dfxtp_1,7,7
inv_1,4,4
nand2_1,7,7
nor2_4,1,1
o21ai_0,3,3
nand3_2,1,1
o21ai_1,5,5
nor2b_1,2,2
o22ai_1,1,1
a31oi_1,2,2
a21oi_1,4,4
xnor2_1,1,1
nor4_2,1,1
nand3_1,1,1
and3_1,3,3
and3_4,2,2
nor2_1,2,2
o2111a_2,1,1
ha_1,2,2
clkbuf_1,0,1
xor2_1,2,2
nor4b_1,1,1
o31ai_1,1,1
nor3b_1,2,2
nand2b_1,1,1
conb_1,1,57
nor2_2,1,1
and2_1,3,3
No activity file was given, so power comes from the tool's default toggle rates.

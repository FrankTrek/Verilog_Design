===== run.sh =====
#!/bin/bash
# OpenROAD 26Q1-2900-gdf79404cd8, Yosys 0.63+post, stock flow scripts
make -C /OpenROAD-flow-scripts/flow DESIGN_CONFIG=/design/flow/config.mk WORK_HOME=/design/flow/orfs finish

===== config.mk =====
export PLATFORM = sky130hd
export DESIGN_NAME = cubes
export DESIGN_NICKNAME = cubes
export VERILOG_FILES = /design/flow/design.v
export SDC_FILE = /design/flow/constraint.sdc
export NUM_CORES = 4
export LEC_CHECK = 1
export CORE_UTILIZATION = 30

===== constraint.sdc =====
current_design cubes

set clk_period 3.0
set clk_io_pct 0.2

create_clock -name clk0 -period $clk_period [get_ports {clock}]

set non_clock_inputs [all_inputs -no_clocks]
set_input_delay [expr $clk_period * $clk_io_pct] -clock clk0 $non_clock_inputs
set_output_delay [expr $clk_period * $clk_io_pct] -clock clk0 [all_outputs]

===== design.v =====
module cubes(
    input wire game_state,  
    input wire rst_n,  
    input wire clock,   
    input wire       id,         
    input wire[17:0] object_x,   
    input wire[17:0]  object_y,   
    output reg[3:0]  object_states_output,  
    output wire[49:0] cube_states_output 
);
    localparam collide_check = 1'b0;  
    localparam explode_check = 1'b1;  
    localparam half_cube_size = 16'h4000;  
    localparam init_cube_state = {50{1'b1}};  
    localparam cube_size = 16'h8000;  
    localparam top_cube_height = 16'h20000;  
    localparam num_cubes = 8'h50;  
    localparam num_vertical = 4'h10;  
    localparam num_horizontal = 4'h5;  
    localparam object_size = 16'h5000;  
    localparam explode_rad = 100000000;  
    localparam collide_dist = 16'h6500;
    localparam suppot_wide =  16'h7000;
	 reg [3:0] object_states;   
    reg[49:0] cube_states;    
    reg[7:0]  current_cube_x;  
    reg[7:0]  current_cube_y;  
    reg[17:0] cube_pos_x;  
    reg[17:0]  cube_pos_y;  
    reg[7:0]  current_cube_id;
    reg[3:0]  flag;  
    integer dist_x;  
    integer dist_y;  
    always @(posedge clock)
    begin
        if(rst_n == 0)  
        begin
            cube_states <= init_cube_state ; 
            cube_pos_x <= half_cube_size;
            cube_pos_y <= top_cube_height + half_cube_size; 
            current_cube_id <= 8'b0; 
            object_states <= 4'b0;  
            current_cube_x = 8'b0;
            current_cube_y = 8'b0;
            flag <=4'b0;
				object_states_output <= 4'b0;
        end
        else  
        begin
				if(current_cube_id <=49)
				begin
					if(game_state == collide_check)  
					begin
						flag[3] = (cube_pos_y > object_y)&(cube_pos_y - object_y <= collide_dist);   
						flag[2] = (cube_pos_x > object_x)&(cube_pos_x - object_x <= collide_dist);
						flag[1] = (cube_pos_x < object_x)&(object_x - cube_pos_x <= collide_dist);  
						if(flag[3] & (flag[2] | flag[1]))
							object_states[3] <= 1;
						else
							object_states[3] <= 0;
						flag[3] = (cube_pos_x < object_x)&(object_x - cube_pos_x <= collide_dist);  
						flag[2] = (cube_pos_y > object_y)&(cube_pos_y - object_y <= collide_dist);  
						flag[1] = (cube_pos_y < object_y)&(object_y - cube_pos_y <= collide_dist);
						if(flag[3] & (flag[2] | flag[1]))
							object_states[1] <= 1;
						else
							object_states[1] <= 0;
						flag[3] = (cube_pos_x > object_x)&(cube_pos_x - object_x <= collide_dist);  
						flag[2] = (cube_pos_y > object_y)&(cube_pos_y - object_y <= collide_dist);  
						flag[1] = (cube_pos_y < object_y)&(object_y - cube_pos_y <= collide_dist);
						if(flag[3] & (flag[2] | flag[1]))
							object_states[0] <= 1;
						else
							object_states[0] <= 0;
						flag[3] = (cube_pos_y < object_y)&(object_y - cube_pos_y <= collide_dist);  
						flag[2] = (cube_pos_x > object_x)&(cube_pos_x - object_x <= suppot_wide);
						flag[1] = (cube_pos_x < object_x)&(object_x - cube_pos_x <= suppot_wide);  
						if(flag[3] & (flag[2] | flag[1]))
							object_states[2] <= 1;
						else
							object_states[2] <= 0;
					end
					else if(game_state == explode_check)  
					begin
						dist_x = cube_pos_x - object_x;
						dist_y = cube_pos_y - object_y;
						if(dist_x*dist_x + dist_y*dist_y <= explode_rad)  
							cube_states[current_cube_id] <= 0;
						else
							cube_states[current_cube_id] <= 1;
					end
					if(current_cube_x < num_horizontal)  
					begin
						current_cube_x <= current_cube_x + 1;
						cube_pos_x <= cube_pos_x + cube_size;
					end
					else
					begin
						current_cube_x <= 0;
						cube_pos_x <= half_cube_size;
						if(current_cube_y < num_vertical)  
						begin
							current_cube_y <= current_cube_y + 1;
							cube_pos_y <= cube_pos_y + cube_size;
						end
						else
						begin
							current_cube_y = 0;
							cube_pos_y <= top_cube_height + half_cube_size;
						end
					end
				end
				else  
				begin
					object_states_output <= object_states;  
					object_states <= 4'b0000;
				end
				if(current_cube_id == 50)
					current_cube_id <= 8'b0;
				else
					current_cube_id <= current_cube_id + 1;
			end
    end
endmodule

==> changes_impl.md <==
### Implementation results

* Detailed router's first-iteration violation count at 88
* Synthesized area divided by synthesized cell count at 7.86 µm²
* Remaining max-slew budget at the tightest pin at 60.2%
* Hold-critical path depth at 2
* Root Buffer: clkbuf_8
* Total setup buffers inserted after CTS at 0
* YS chip area at roughly 0.0027 mm²
* Post-synth regs at 28
* Clock tree sinks at 28
* Crit path time final at 2600 ps
* Count of final hold-check violations at 0
* Number of unique standard cell types used by synthesis at ~60
* Setup crit start kind: primary input
* Number of placed I/O pins at ~94
* Worst setup path class: primary input to flop
* Max Clock Skew at 8.03 ps
* Clk latency late pin at 270 ps
* GPL Wtd Cong at 0.879
* Top achievable clock speed at 0.384 GHz
* Final core utilization at 37.1%
* Critical path endpoint category: flop
* Number of buffers inserted for hold repair after clock tree synthesis at 0
* Largest net degree at the start of global routing at 17
* HPWL after detailed placement at 4510 µm
* Mapped Area at 0.00273 mm²
* Global router's overall resource usage at 11.6%
* Class of the tightest hold or removal check: flop to flop
* Via count of the routed design at 2365
* FP Util at between 30% and 40%
* Largest fanout on the critical path at 5
* OpenROAD warning count at 39
* Routed vias/inst at 4.64
* Chip height at 97.4 µm
* Drt wl/cell at roughly 11 µm
* Number of endpoints failing setup at the final stage at 0
* Antenna violations before repair at 0
* Slew at the pin closest to its max-slew limit at 593 ps
* CTS tree: yes
* Fraction of layout instances using a drive strength above 1 at 8.96%
* P per Cell Area at 299 mW/mm²
* Inserted Diodes at 0
* MI comb area at 0.00186 mm²
* Number of warning messages in the yosys log at 53
* Combined flip-flop and latch cell area at 561 µm²
* Detailed Routing Iterations Pass 1 at 6
* Endpoint, Worst Hold: object_states_output[1]
* Aggregate routed wire length at 5470 µm
* Count of unresolved DRC violations after routing at 0
* Clock Pin Slew Worst Setup and Hold Paths at 100 ps
* Number of H-tree branching levels at 1
* Total overflow reported by the global router at 0
* First-pass GRT wire length at 9430 µm
* Number of standard cells reported by yosys at 347
* RSZ-0062 raised after global routing: false
* Cts bufs inserted at 3
* Status: finished, final reports clean
* Post-route ant nets at 0
* Prevailing post-synth register cell: dfxtp_1
* Area Overhead vs Synth at 19.2%
* Arrival time of data at the critical path endpoint at 2800 ps
* Hold Worst Slack at around 470 ps
* Required time at the endpoint of the critical path at 3190 ps
* CTS Buffer Depth at 2
* Async set-or-reset flop fraction in the synthesized netlist at 0%
* Final total negative setup slack at 0 ps
* Worst-case register-to-register setup slack at just over 700 ps
* Die W at 97.4 µm
* Max-Cap Viols at 0
* P_leak at around 1.3 nW
* Row count at 34
* Area of the die at 0.00948 mm²
* RR Endpoint: current_cube_x[5]
* R2r startpoint: current_cube_id[0]
* Number of enable-type register cells in the synthesized netlist at 0
* Worst voltage drop across the vdd grid at 0.241 mV
* Min-Delay Startpoint: object_states_output[1]
* Length in cells of the worst reg-to-reg path at 7
* Seq share, synth at 20.5%
* Count of port buffers added during placement at 42
* Number of cells produced by synthesis at 347
* # resized after CTS at 0
* Placeable core area at about 0.0088 mm²
* Count of fill cells added during filler insertion at about 890
* Max-slew violation count at 0
* Tcrit/Tclk final at between 80% and 90%
* Vias in the first global route at 2079
==> placed cells by master (no fill, tap or decap), types with 6 or more instances in the layout <==
cell / count
nor4_1: 6
nand4_1: 6
dfxtp_1: 28
nand2_1: 31
a21boi_0: 9
nor2_1: 31
nand3_1: 12
ha_1: 21
o21a_1: 7
clkdlybuf4s50_1: 42
conb_1: 50
buf_4: 17
xor2_1: 6
and2_1: 7
o21ai_0: 6
inv_1: 22
==> synthesized netlist by cell type, types with 2 or more instances <==
library cell,n,area (µm²)
clkbuf_1,4,15.0
or3_1,2,12.5
a31oi_1,5,31.3
o21a_1,7,52.6
xor2_1,6,52.6
a211oi_1,5,37.5
o21ai_0,6,30.0
o211ai_1,4,30.0
a41oi_1,2,17.5
a21o_1,2,15.0
o21ai_1,3,15.0
nor4_4,2,42.5
nand2b_1,4,25.0
nor2b_1,5,31.3
nand4_1,6,37.5
nor4_1,6,37.5
a32oi_1,3,26.3
or4_1,2,15.0
nor3_1,5,25.0
o41ai_1,3,26.3
nor2_1,31,116
o21ba_2,2,20.0
and3_1,5,31.3
o31ai_1,2,15.0
buf_4,51,383
o311ai_0,2,17.5
and4_1,4,35.0
xnor2_1,5,43.8
mux2i_1,2,20.0
a21oi_1,5,25.0
nor4b_1,4,35.0
nand2_1,31,116
ha_1,21,263
a21boi_0,9,67.6
or2_2,2,12.5
and2_1,7,43.8
inv_1,22,82.6
dfxtp_1,28,561
nand3_1,12,60.1
==> report_power, final <==
group	internal, mW	total (mW)	switching [mW]	leakage [nW]
combinational	0.143	0.280	0.138	1.08
sequential	0.384	0.397	0.0132	0.227
clock	0.179	0.295	0.116	0.0357
==> cell type report <==
type / instances / share of cell area [%]
clock inverter: 1 / 0.923
multi-input combinational: 289 / 57.0
inverter: 22 / 2.54
tap: 108 / 4.15
timing repair buffer: 59 / 16.8
clock buffer: 3 / 1.27
sequential: 28 / 17.2
==> per-stage QoR <==
step                worst slack (ps)  cells  cell area [µm²]  total power, mW
floorplan                        672    396             2910            0.614
global placement                 125    506             3180            0.685
detailed placement               104    506             3180            0.686
CTS                              386    510             3250            0.984
global route                     198    510             3250             1.04
finish                           399    510             3250            0.972
==> per-layer routing <==
metal  track usage (%)  up-vias  wire length [µm]
met5                 0        -                 0
met1              18.1     1058              2810
met2              18.2       61              2390
met3              1.24        2               249
li1                  -     1244                 -
met4             0.679        0                12
==> worst max-delay path, cell delays in order <==
cell,delay [ps]
clkdlybuf4s50_1,420
inv_1,80
ha_1,150
nor3b_2,330
nand2_1,140
or4_1,480
a211oi_1,280
a211oi_1,130
o31ai_2,180
==> registers in the layout, summed over array words and instances (netlist names) <==
signal / count
current_cube_id: 8
current_cube_x: 8
cube_pos_x: 4
object_states: 4
object_states_output: 4
==> how the worst max path moves through the flow <==
stage / startpoint / endpoint / slack [ps] / cells after the start
final: object_x[1] / object_states[3] / 400 / 9
after global routing: object_x[1] / object_states[3] / 200 / 9
after CTS: object_x[1] / object_states[3] / 390 / 9
==> cells by family after synthesis <==
logic type / Yosys count / share of synthesized area [%]
simple gates: 137 / 28.6
buf+inv: 79 / 18.2
compound gates: 68 / 18.7
flops: 28 / 20.5
fa+ha+maj: 21 / 9.63
xor+xnor: 11 / 3.53
mux: 2 / 0.734
other cells: 1 / 0.137
No activity file was given, so power comes from the tool's default toggle rates.
